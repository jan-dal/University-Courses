--- design.v ---
module Memory(
  input clk, wr, rd,
  input [2:0] wraddr, rdaddr,
  input [7:0] datain,
  output [7:0] dataout
);
  logic [7:0] mem [7:0];
  always_ff @(posedge clk)
    if(rd)
      dataout <= mem[rdaddr];
  always_ff @(posedge clk)
    if(wr)
      mem[wraddr] <= datain;
endmodule
module Dane(
  input clk,
  input [7:0] control, dataout,
  output [3:0] sdane,
  output [15:0] aadr
);
  logic [2:0] i, j, jm, j1, i1;
  logic [7:0] m;
  assign j1 = j + 1;
  assign i1 = i + 1; 
  always_ff @(posedge clk)
    if(control[0]) i <= 3'b0;
    else if(control[1]) begin
      j  <= i1;
      jm <= i;
      m  <= dataout;
      end
    else if(control[2]) begin
      if (control[3]) begin
        m  <= dataout;
        jm <= j;
        end
      if (!control[4]) j <= j1;
      end
    else if(control[5] | control[7])
      i <= i1;
  Adres A0(j,i,jm,j1,i1,control,m,dataout,aadr);
  always_comb begin
    sdane = 4'b0;
    if(i == 7)
      sdane[0] = 1'b1;
    if(dataout < m)
      sdane[1] = 1'b1;
    if(j == 7)
      sdane[2] = 1'b1;
    if(jm == i)
      sdane[3] = 1'b1;
  end
endmodule
module Adres(
  input [2:0] j, i, jm, j1,i1,
  input [7:0] control, m, c,
  output [15:0] aadr
);
  always_comb begin
    aadr = 15'b0;
    if(control[0])
      aadr[14] = 1'b1;
    else if(control[1]) begin
      aadr[14] = 1'b1;
      aadr[10:8] = i1;
      end
    else if(control[2]&!control[4]) begin
      aadr[14] = 1'b1;
      aadr[10:8] = j1;
      end
    else if(control[2]&control[4]) begin
      aadr[14] = 1'b1;
      aadr[10:8] = i;
      end
    else if(control[5]) begin
      aadr[14] = 1'b1;
      aadr[10:8] = i1;
      end
    else if(control[6]) begin 
      aadr[15] = 1'b1;
      aadr[13:11] = jm;
      aadr[7:0] = c;
      end
    else if(control[7]) begin
      aadr[15:14] = 2'b11;
      aadr[13:8] = {i,i1};
      aadr[7:0] = m;
      end
  end
endmodule
module Sterowanie(
  input clk, nrst, start,
  input [3:0] sdane,
  output ready,
  output [7:0] control
);
  logic [2:0] status;
  const logic [2:0] 
    RDY = 3'b001,
    OUT = 3'b010,
    INN = 3'b100,
    SWP = 3'b110,
    END = 3'b000;
  assign ready = status[0];
  always_ff @(posedge clk or negedge nrst)
    if(!nrst)
      status <= RDY;
    else unique case(status)
      RDY : if (start) status <= OUT;
      OUT : if (sdane[0]) status <= RDY;
            else status <= INN;
      INN : if (sdane[2]) status <= END;
      END : if (sdane[3]) status <= OUT;
            else status <= SWP;
      SWP : status <= OUT;
    endcase
  assign control[0] = ready&start;
  assign control[1] = status[1]&!status[2]&!sdane[0];
  assign control[2] = status[2]&!status[1];
  assign control[3] = sdane[1];
  assign control[4] = sdane[2];
  assign control[5] = sdane[3]&!status;
  assign control[6] = !sdane[3]&!status;
  assign control[7] = &status[2:1];
endmodule
module Dostep(
  input ready, start,
  input [15:0] uadr, aadr,
  output wr, rd,
  output [2:0] wraddr, rdaddr,
  output [7:0] datain
);
  assign {wr,rd,wraddr,rdaddr,datain} = !start&ready ? uadr : aadr;
endmodule
module Sorter(
  input clk, nrst, start, wr,
  input [2:0] addr,
  input [7:0] datain,
  output ready,
  output [7:0] dataout
);
  logic owr,ord;
  logic [2:0] owraddr, ordaddr;
  logic [3:0] sdane;
  logic [7:0] odatain, control;
  logic [15:0] aadr;
  Dostep M0(ready,start,{wr, 1'b1, addr, addr, datain},aadr,owr,ord,owraddr,ordaddr,odatain);
  Memory RAM(clk, owr, ord, owraddr, ordaddr, odatain, dataout);
  Dane D0(clk,control,dataout,sdane,aadr);
  Sterowanie S0(clk,nrst,start,sdane,ready,control);
endmodule
--- run.sh ---
#!/bin/bash
# OpenROAD 26Q1-2900-gdf79404cd8, Yosys 0.63+post, stock flow scripts
make -C /OpenROAD-flow-scripts/flow DESIGN_CONFIG=/design/flow/config.mk WORK_HOME=/design/flow/orfs finish
--- config.mk ---
export PLATFORM = sky130hd
export DESIGN_NAME = Sorter
export DESIGN_NICKNAME = Sorter
export VERILOG_FILES = /design/flow/design.v
export SDC_FILE = /design/flow/constraint.sdc
export NUM_CORES = 4
export LEC_CHECK = 1
export CORE_UTILIZATION = 50
--- constraint.sdc ---
current_design Sorter

set clk_period 8.0
set clk_io_pct 0.2

create_clock -name clk0 -period $clk_period [get_ports {clk}]

set non_clock_inputs [all_inputs -no_clocks]
set_input_delay [expr $clk_period * $clk_io_pct] -clock clk0 $non_clock_inputs
set_output_delay [expr $clk_period * $clk_io_pct] -clock clk0 [all_outputs]
==> results.yml <==
# synthesis and place-and-route metrics
outcome:
  status: "finished clean"
final_timing:
  tightest_slew_ns: 0.9807
  clock_skew_ns: 0.01913
  finalClockPeriodUsage_pct: 51.42
  drv_slew: 0
  relSlewSlack_pct: 33.93
  setup_ws_ns: 3.887
  fmax_mhz: 243.1
  period_needed_ns: 4.113
  setup_tns_ns: 0
  rsz0062_at_grt: "no"
  final-hold-violation-count: 0
  setup_viol: 0
power:
  pwr-share-clk_pct: 32.4
  switching_power_uw: 230.1
  pwr-share-seq_pct: 59.2
  comb_power_share_pct: 8.3
  powerDensity_mw_per_mm2: 187.5
  vdd_ir_drop_max_mv: 0.1212
  switching_share_pct: 24.69
  intPower_uw: 702.0
  leakage_uw: 0.001712
logic_synthesis:
  yosys.cell_types.count: 47
  yosys_area_sq_mm: 0.004414
  synth-edff-count: 86
  flop_cell: "edfxtp_1"
  area_leaders: "edfxtp_1 59%, mux2i_1 5.4%, ha_1 3.1%, a211oi_1 2.6%, nand2_1 2.2%"
  synth_seq_share_pct: 61.59
  ys_cells: 333
  netlist.top_cell.by_area: "edfxtp_1"
  synth_area_sq_mm: 0.004414
  syn_inst: 333
  synth-async-reset-ratio_pct: 3.261
  synth_area_per_cell_sq_um: 13.26
  synth_top_area_share_pct: 58.50
  synth-seq-cells: 92
  synth_warnings: 26
floorplanning:
  fp.dieW_um: 95.96
  io_pins: 24
  rows: 33
  core_sq_mm: 0.008382
  core_util_floorplan_pct: 52.66
  die-area_sq_mm: 0.009208
  die_h_um: 95.96
cells_and_area:
  final_cell_mix: "86 x edfxtp_1, 26 x nand2_1, 24 x mux2i_1, 23 x nor2_1, 23 x clkdlybuf4s50_1"
  utilization_pct: 59.31
  drive_above_1_share_pct: 13.35
  regArea_sq_mm: 0.002719
  fill_cells: 664
  final_cell_area_sq_mm: 0.004971
  syn2layout_area_growth_pct: 12.61
  comb_area_sq_mm: 0.001549
  lay_top_count: "edfxtp_1"
grt:
  global_route.overflow_total: 0
  antenna_found_initial: 0
  grt_pass1_vias: 2751
  grt_max_degree: 35
  grt_pass1_wl_um: 15060
  grt_util_all_layers_pct: 24.29
critical_path:
  endpoint_kind: "flip-flop"
  critical_path_class: "in -> reg"
  crit_path_start_kind: "input port"
  arrival_ns: 4.21
  required_ns: 8.09
  crit_path_max_fanout: 14
  crit_start: "start"
  r2r_start: "D0.i[0]"
drt:
  drt_iter0_markers: 165
  num_vias: 2766
  routed_wirelength_um: 9188
  antenna_left: 0
  first_pass_iters: 5
  drt-wirelength-per-cell_um: 19.47
  drt_drc_violations_left: 0
  viasPerCell: 5.860
  antenna_cells_inserted: 0
job:
  warnings: 25
  cap_violations: 0
clock_network:
  clock-sinks: 92
  clockBufferDepth: 2
  clkLatencyLatePin_ns: 0.36
  worst_setup_hold_path_clk_slew_ns: 0.10
  postCtsHoldBufs: 0
  h-tree-depth: 3
  cts_tree: "yes"
  clockRootBuffer: "clkbuf_8"
  post_cts_buffers: 0
  cts_resized: 0
  cts_buffers: 9
worst_hold_path:
  min_path_type: "reg -> reg"
  hold_path_startpoint: "RAM.dataout[0]"
place:
  portBuffers: 23
  dpl_cell_area_sq_mm: 0.004776
  dp_hpwl_um: 6543
  gp_congestion: 0.9097
  place_ws_ns: 3.584
-- logic make-up after synthesis --
kind of cell    synth area share, %
fa+ha+maj                     3.118
flops                         61.59
compound gates                15.62
mux                           6.463
xor+xnor                     0.7938
buf+inv                       3.316
simple gates                  9.099
-- registers in the layout (all words and copies together) (netlist names) --
register     cells
RAM.mem         64
D0.i             3
D0.jm            3
RAM.dataout      8
D0.m             8
S0.status        3
D0.j             3
-- final timing paths --
| check | slack, ns | endpoint | cells past startpoint |
|---|---|---|---|
| worst min register to register | 0.53 | D0.m[0] | 0 |
| min in group asynchronous | 1.41 | S0.status[2] | 1 |
| max in group asynchronous | 6.37 | S0.status[0] | 1 |
| worst max register to register | 4.47 | RAM.mem[2][0] | 8 |
| worst max-delay path | 3.89 | RAM.dataout[7] | 9 |
| worst min-delay path | 0.53 | D0.m[0] | 0 |
-- power by group through the flow --
stage / clock network (uW) / registers, uW / logic [uW]
5_1_grt: 332 / 554 / 87.6
6_report: 302 / 552 / 77.8
4_1_cts: 313 / 552 / 78.5
-- cell usage after synthesis (8+ instances only) --
master / n
a22oi_1: 10
clkbuf_1: 9
a211oi_1: 15
inv_1: 13
nand2_1: 26
o21ai_0: 15
a21oi_1: 10
mux2i_1: 24
ha_1: 11
a22o_1: 8
edfxtp_1: 86
nor2_1: 23
-- final cells by class --
type                       count  share of cell area [%]
clock inverter                 7                   1.435
inverter                      13                  0.9816
sequential                    92                   54.69
multi-input combinational    210                   31.16
clock buffer                   9                   2.492
tap                          105                   2.643
timing repair buffer          36                   6.595
-- worst max-delay path, cell delays in order --
cell             delay (ns)
clkdlybuf4s50_1        0.59
nor2b_1                0.07
buf_4                  0.19
nand2_1                0.09
nand2_1                0.10
o31ai_2                0.76
nand2b_1               0.35
a211oi_1               0.38
nor4_2                 0.07
-- through the flow --
step           hold WS (ns)  instances  power (uW)
5_1_grt              0.5368        472       973.1
6_report             0.5345        472       932.1
4_1_cts              0.5320        472       943.3
2_1_floorplan        0.4416        333       605.6
3_5_place_dp         0.5118        456       640.8
3_3_place_gp         0.5070        456       640.4
-- metal layers --
metal | share of wire [%] | up-vias | GRT usage (%)
met5 | 0 | - | 0
met4 | 0.89 | 0 | 2.363
met3 | 7.6 | 5 | 8.273
met2 | 43 | 96 | 33.39
met1 | 48 | 1306 | 43.64
li1 | - | 1359 | -
No activity file was given, so power comes from the tool's default toggle rates.
