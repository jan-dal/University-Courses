**run.sh**
```bash
#!/bin/bash
# OpenROAD 26Q1-2900-gdf79404cd8, Yosys 0.63+post, stock flow scripts
make -C /OpenROAD-flow-scripts/flow DESIGN_CONFIG=/design/flow/config.mk WORK_HOME=/design/flow/orfs finish
```
**config.mk**
```make
export PLATFORM = sky130hd
export DESIGN_NAME = funnel_shifter
export DESIGN_NICKNAME = funnel_shifter
export VERILOG_FILES = /design/flow/design.v
export SDC_FILE = /design/flow/constraint.sdc
export NUM_CORES = 4
export LEC_CHECK = 1
export CORE_AREA = 10 10 74 74
export DIE_AREA = 0 0 84 84
```
**constraint.sdc**
```tcl
current_design funnel_shifter

set clk_period 2.3
set clk_io_pct 0.2

create_clock -name clk0 -period $clk_period

set non_clock_inputs [all_inputs -no_clocks]
set_input_delay [expr $clk_period * $clk_io_pct] -clock clk0 $non_clock_inputs
set_output_delay [expr $clk_period * $clk_io_pct] -clock clk0 [all_outputs]
```
**design.v**
```verilog
module lv1(
  input[15:0] a,
  input k,
  output[15:0] b
);
  assign b[0] = k? a[1] : a[0];
  assign b[1] = k? a[2] : a[1];
  assign b[2] = k? a[3] : a[2];
  assign b[3] = k? a[4] : a[3];
  assign b[4] = k? a[5] : a[4];
  assign b[5] = k? a[6] : a[5];
  assign b[6] = k? a[7] : a[6];
  assign b[7] = k? a[8] : a[7];
  assign b[8] = k? a[9] : a[8];
  assign b[9] = k? a[10] : a[9];
  assign b[10] = k? a[11] : a[10];
  assign b[11] = k? a[12] : a[11];
  assign b[12] = k? a[13] : a[12];
  assign b[13] = k? a[14] : a[13];
  assign b[14] = k? a[15] : a[14];
  assign b[15] = k? 'b0 : a[15];
endmodule
module lv2(
  input[15:0] a,
  input k,
  output[15:0] b
);
  assign b[0] = k? a[2] : a[0];
  assign b[1] = k? a[3] : a[1];
  assign b[2] = k? a[4] : a[2];
  assign b[3] = k? a[5] : a[3];
  assign b[4] = k? a[6] : a[4];
  assign b[5] = k? a[7] : a[5];
  assign b[6] = k? a[8] : a[6];
  assign b[7] = k? a[9] : a[7];
  assign b[8] = k? a[10] : a[8];
  assign b[9] = k? a[11] : a[9];
  assign b[10] = k? a[12] : a[10];
  assign b[11] = k? a[13] : a[11];
  assign b[12] = k? a[14] : a[12];
  assign b[13] = k? a[15] : a[13];
  assign b[14] = k? 'b0 : a[14];
  assign b[15] = k? 'b0 : a[15];
endmodule
module lv3(
  input[15:0] a,
  input k,
  output[15:0] b
);
  assign b[0] = k? a[4] : a[0];
  assign b[1] = k? a[5] : a[1];
  assign b[2] = k? a[6] : a[2];
  assign b[3] = k? a[7] : a[3];
  assign b[4] = k? a[8] : a[4];
  assign b[5] = k? a[9] : a[5];
  assign b[6] = k? a[10] : a[6];
  assign b[7] = k? a[11] : a[7];
  assign b[8] = k? a[12] : a[8];
  assign b[9] = k? a[13] : a[9];
  assign b[10] = k? a[14] : a[10];
  assign b[11] = k? a[15] : a[11];
  assign b[12] = k? 'b0 : a[12];
  assign b[13] = k? 'b0 : a[13];
  assign b[14] = k? 'b0 : a[14];
  assign b[15] = k? 'b0 : a[15];
endmodule
module lv4(
  input[15:0] a,
  input k,
  output[15:0] b
);
  assign b[0] = k? a[8] : a[0];
  assign b[1] = k? a[9] : a[1];
  assign b[2] = k? a[10] : a[2];
  assign b[3] = k? a[11] : a[3];
  assign b[4] = k? a[12] : a[4];
  assign b[5] = k? a[13] : a[5];
  assign b[6] = k? a[14] : a[6];
  assign b[7] = k? a[15] : a[7];
  assign b[8] = k? 'b0 : a[8];
  assign b[9] = k? 'b0 : a[9];
  assign b[10] = k? 'b0 : a[10];
  assign b[11] = k? 'b0 : a[11];
  assign b[12] = k? 'b0 : a[12];
  assign b[13] = k? 'b0 : a[13];
  assign b[14] = k? 'b0 : a[14];
  assign b[15] = k? 'b0 : a[15];
endmodule
module funnel_shifter(
	input[15:0] i,
	input[3:0] n,
  output[7:0] b
);
	logic[15:0] k,l,m;
	lv1 L0(i,n[0],k);
	lv2 L1(k,n[1],l);
	lv3 L2(l,n[2],m);
	lv4 L3(m,n[3],b);
endmodule
```
==> qor.tcl <==
set qor(dieArea_um2) 7060
set qor(vias) 655
set qor(die_x_um) 84
set qor(slew_viol_final) 0
set qor(yosysUniqueCellTypes) 25
set qor(tool_warnings) 32
set qor(timing.final.ws_setup_ns) 0.0650
set qor(cap_violations) 0
set qor(die.size.y_um) 84
set qor(drt_pass1_iterations) 2
set qor(yosys-stat-cells) 63
set qor(setup_viol_count_final) 0
set qor(grt_setup_unrepaired) {false}
set qor(worst_endpoint_required_time_ns) 1.84
set qor(first_iter_violations) 10
set qor(ys_top_cells_by_count) {mux2i_1, nand2_1, nor2_1}
set qor(layout_min_cycle_time_ns) 2.24
set qor(synth.area.top_cells) {mux2i_1, mux4_2, mux2_2}
set qor(postSynthSeqShare) 0
set qor(antenna_cells_inserted) 0
set qor(mappedNetlistArea_um2) 529
set qor(netlist.top_cell.by_area) {mux2i_1}
set qor(synth_cells) 63
set qor(ff_latch_count) 0
set qor(path_max_fanout) 3
set qor(number_of_placement_rows) 23
set qor(worst_setup_end_kind) {output port}
set qor(timing.setup.critical_path_class) {in2out}
set qor(synth_top_area_share) 0.303
set qor(worst_path_dominant_cell_family) {multiplexers}
set qor(status) {finished, final reports clean}
set qor(crit_buf_inv) 2
set qor(routed_wire_length_per_instance_um) 12.1
set qor(synthesis.area_per_instance_um2) 8.40
set qor(initial_core_util) 0.133
set qor(dp_slack_ns) -0.646
set qor(finalClockPeriodUsage) 0.972
set qor(global_route.usage.met3) 0.0148
set qor(ctsHoldBuffers) 0
set qor(sequential_cell_area_um2) 0
set qor(gr-usage-all-layers) 0.0545
set qor(tightestPinTransition_ns) 0.205
set qor(routed_wirelength_mm) 1.91
set qor(gp_congestion) 0.848
set qor(fin_total_pwr_uw) 207
set qor(drc) 0
set qor(cp_slowest_stage_delay_ns) 0.52
set qor(slew_headroom) 0.859
set qor(grt_pass1_wl_mm) 3.41
set qor(portBuffers) 28
set qor(maximum_achievable_frequency_mhz) 447
set qor(yosysWarnings) 1
set qor(coreArea_um2) 3970
set qor(timing.critical_path.from_type) {input pin}
set qor(crit_chain) {dlygate4sd2_1, mux4_2, mux2_4, nor2_2, a21oi_1, buf_2}
set qor(busiest_layer) {met2}
set qor(layout.cells.non_filler) 158
set qor(via_per_instance_ratio) 4.15
set qor(cpMaxStageDelayCell) {mux4_2}
set qor(largest_net_degree_at_the_start_of_global_routing) 10
set qor(post-place-cells) 153
set qor(grtUsageMet2) 0.0969
set qor(globalRouteMet1Util) 0.0640
set qor(synth_chip_area_um2) 529
set qor(hold_path_class) {in2out}
set qor(power.leakage_nw) 0.512
set qor(initial_antenna_violation_count) 0
set qor(design.portCount) 28
set qor(power.ir.vdd_worst_v) 0.0000710
set qor(finalHoldViolations) 0
set qor(clock_buffers) 0
set qor(critical_path_arrival_ns) 1.78
set qor(count_of_nets_left_with_antenna_violations_after_detail_routing) 0
set qor(total_power_divided_by_cell_area_nw_per_um2) 197
set qor(share_of_final_layout_standard_cells_stronger_than_drive_strength_1) 0.481
set qor(overflow) 0
set qor(area_growth_pct) 99.3
set qor(synth.most_common_cell) {mux2i_1}
set qor(first_global_vias) 738
set qor(fin_hold_ws_ns) 1.53
set qor(detailed_place_hpwl_mm) 1.62
==> per-layer routing <==
metal  routed length, um  share of wire  up-vias
li1                    -              -      328
met1                 827           0.43      309
met2                 952           0.50       16
met3                 115          0.060        2
met4                  14         0.0073        0
met5                   0              0        -
==> area by class of cell <==
cell class | count | area (um2)
fill | 423 | 2920
multi-input combinational | 57 | 559
tap | 50 | 62.6
timing repair buffer | 51 | 433
==> cells in the final DEF (no fill, tap or decap) <==
cell and count:
a221o_1 1, dlygate4sd2_1 20, mux2i_4 2, a32o_1 1, nor2b_2 2, buf_4 19
nor3_2 1, nand3_2 1, o21ai_1 2, nand3b_1 2, o22a_1 1, nor2_1 1
buf_8 1, dlymetal6s2s_1 1, clkdlybuf4s50_1 1, nor2_2 4, buf_6 2, mux4_2 4
mux2_4 4, clkbuf_2 3, buf_2 1, nand2b_1 2, mux2i_2 2, o22ai_2 1
a22oi_1 1, nand2_1 7, a21oi_1 2, nand2_2 2, mux2i_1 12, buf_12 1
clkbuf_4 2, a21o_1 2
==> stage by stage <==
step | cell area [um2] | setup TNS (ns) | util
after floorplan | 529 | 0 | -
after global placement | 981 | -4.53 | 0.247
after detailed placement | 981 | -4.55 | 0.247
after CTS | 1040 | 0 | 0.263
after global routing | 1050 | 0 | 0.266
final | 1050 | 0 | 0.266
==> kinds of logic after synthesis <==
group | share of synthesized area
buffers and inverters | 0.0733
muxes | 0.572
and+or+nand+nor | 0.208
AOI/OAI and AO/OA | 0.147
==> power by group <==
part	switching [mW]	internal (mW)	total [mW]
sequential	0	0	0
clock	0	0	0
combinational	0.0813	0.126	0.207
==> final timing paths <==
| path | slack [ns] | cells after the start | startpoint | endpoint |
|---|---|---|---|---|
| setup / recovery | 0.06 | 6 | i[15] | b[2] |
| hold / removal | 1.53 | 5 | i[8] | b[0] |
==> worst min-delay path, delay by kind of cell <==
kind	cells	cell delay [ns]
multiplexers	1	0.26
AND/OR/NAND/NOR	2	0.14
buffers and inverters	2	0.22
==> repair_timing <==
action	CTS	global route
gates resized	52	17
setup endpoints to repair	8	7
pin swaps	8	2
hold endpoints to repair	0	0
buffers inserted	6	0
cloned	0	0
Power figures rest on the tool's default switching activity, not on a simulated workload.
